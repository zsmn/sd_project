--- ./design.v ---
module teclado2(clk, in, out, registrador_w, salve);
	input clk;
	input [3:0] in;
	output reg [3:0] out;
	output reg [15:0] registrador_w;
	output reg salve;
	parameter[2:0] coluna0 = 3'b000, coluna1 = 3'b001, coluna2 = 3'b010, debouncing = 3'b011, debouncing2 = 3'b100;
	parameter[3:0] tecla_1 = 4'b1110, tecla_4 = 4'b1101, tecla_7 = 4'b1011,
				   tecla_esp = 4'b0111, tecla_9 = 4'b1011, tecla_6 = 4'b1101, tecla_3 = 4'b1110,
				   tecla_0 = 4'b0111, tecla_8 = 4'b1011, tecla_5 = 4'b1101, tecla_2 = 4'b1110;
	reg [15:0] registrador_armazenamento_aux;
	reg [26:0] count;
	reg [26:0] count_aux;
	reg [3:0] numero;
	reg [2:0] state_anterior;
	reg [1:0] state_soma;
	reg [15:0] decimal_aux;
	reg [2:0] state;
	initial begin
		salve <= 0;
		count <= 0;
		state <= 0;
		count_aux <= 0;
	end
	always @(posedge clk) begin
		case(state)
			coluna0: begin
				out <= 4'b0111;
				state_anterior <= coluna0;
				state <= coluna1;
				registrador_w[15:12] <= registrador_armazenamento_aux[15:12];
				registrador_w[11:8] <= registrador_armazenamento_aux[11:8];
				registrador_w[7:4] <= registrador_armazenamento_aux[7:4];
				registrador_w[3:0] <= registrador_armazenamento_aux[3:0];
				case(in)
					tecla_1: begin
						numero <= 4'b0001;
						state <= debouncing;
					end
					tecla_4: begin
						numero <= 4'b0100;
						state <= debouncing;
					end
					tecla_7: begin
						numero <= 4'b0111;
						state <= debouncing;
					end
				endcase
			end
			coluna1: begin
				out <= 4'b1011;
				state_anterior <= coluna1;
				state <= coluna2;
				registrador_w[15:12] <= registrador_armazenamento_aux[15:12];
				registrador_w[11:8] <= registrador_armazenamento_aux[11:8];
				registrador_w[7:4] <= registrador_armazenamento_aux[7:4];
				registrador_w[3:0] <= registrador_armazenamento_aux[3:0];
				case(in)
					tecla_esp: begin
						salve <= 1;
						state <= debouncing2;
					end
					tecla_9: begin
						numero <= 4'b1001;
						state <= debouncing;
					end
					tecla_6: begin
						numero <= 4'b0110;
						state <= debouncing;
					end
					tecla_3: begin
						numero <= 4'b0011;
						state <= debouncing;
					end
				endcase
			end
			coluna2: begin
				out <= 4'b1101;
				state_anterior <= coluna2;
				state <= coluna0;
				registrador_w[15:12] <= registrador_armazenamento_aux[15:12];
				registrador_w[11:8] <= registrador_armazenamento_aux[11:8];
				registrador_w[7:4] <= registrador_armazenamento_aux[7:4];
				registrador_w[3:0] <= registrador_armazenamento_aux[3:0];
				case(in)
					tecla_0: begin
						numero <= 4'b0000;
						state <= debouncing;
					end
					tecla_8: begin
						numero <= 4'b1000;
						state <= debouncing;
					end
					tecla_5: begin
						numero <= 4'b0101;
						state <= debouncing;
					end
					tecla_2: begin
						numero <= 4'b0010;
						state <= debouncing;
					end
				endcase
			end
			debouncing: begin
				if(count < 27'd1) begin
					count <= count_aux + 1;
					count_aux <= count;
					registrador_armazenamento_aux[15:12] <= registrador_w[11:8];
					registrador_armazenamento_aux[11:8] <= registrador_w[7:4];
					registrador_armazenamento_aux[7:4] <= registrador_w[3:0];
					registrador_armazenamento_aux[3:0] <= numero;
				end
				else begin
					if(in == 4'b1111) begin
						state <= state_anterior;
						registrador_w[15:12] <= registrador_armazenamento_aux[15:12];
						registrador_w[11:8] <= registrador_armazenamento_aux[11:8];
						registrador_w[7:4] <= registrador_armazenamento_aux[7:4];
						registrador_w[3:0] <= registrador_armazenamento_aux[3:0];
						count <= 0;
						count_aux <= 0;
					end
					else begin
						state <= state_anterior;
						count <= 0;
						count_aux <= 0;
					end
				end
			end
			debouncing2:begin
				if(count < 27'd1) begin
					count <= count_aux + 1;
					count_aux <= count;
				end
				else begin
					if(in == 4'b1111) begin
						state <= state_anterior;
						count <= 0;
						salve <= 0;
						count_aux <= 0;
						registrador_armazenamento_aux[15:12] <= 0;
						registrador_armazenamento_aux[11:8] <= 0;
						registrador_armazenamento_aux[7:4] <= 0;
						registrador_armazenamento_aux[3:0] <= 0;
					end
					else begin
						state <= state_anterior;
						count <= 0;
						count_aux <= 0;
					end
				end
			end
		endcase
	end
endmodule
--- ./run.sh ---
#!/bin/bash
# OpenROAD 26Q1-2900-gdf79404cd8, Yosys 0.63+post, stock flow scripts
make -C /OpenROAD-flow-scripts/flow DESIGN_CONFIG=/design/flow/config.mk WORK_HOME=/design/flow/orfs finish
--- ./config.mk ---
export PLATFORM = sky130hd
export DESIGN_NAME = teclado2
export DESIGN_NICKNAME = teclado2
export VERILOG_FILES = /design/flow/design.v
export SDC_FILE = /design/flow/constraint.sdc
export NUM_CORES = 4
export LEC_CHECK = 1
export CORE_UTILIZATION = 40
--- ./constraint.sdc ---
current_design teclado2

set clk_period 4.9
set clk_io_pct 0.2

create_clock -name clk0 -period $clk_period [get_ports {clk}]

set non_clock_inputs [all_inputs -no_clocks]
set_input_delay [expr $clk_period * $clk_io_pct] -clock clk0 $non_clock_inputs
set_output_delay [expr $clk_period * $clk_io_pct] -clock clk0 [all_outputs]
==> results.toml <==
# physical design summary
[grt]
antenna_found_initial = 0
met1_usage_pct = 22.95
use_met3_pct = 3.574
grt_pass1_vias = 2180
met2_usage_pct = 18.54
overflow = 0
grt_usage_pct = 13.11
grt_pass1_wl_um = 10650
busiest_layer = "met1"
grt_max_degree = 40

[timing]
max-slew-margin-rel_pct = 40.90
layout_min_cycle_time_ns = 2.682
max_freq_mhz = 372.9
tightest_slew_ns = 0.8865
finClkSkew_ns = 0.01326
drv_slew = 0
setup_viol = 0
rsz0062_at_grt = "false"
finalCritPeriodShare_pct = 54.73
final.setup.tns_ns = 0
setup_slack_ns = 2.218
hold_viol = 0

[setup_path]
worstSetupPathType = "in -> reg"
cp.required_ns = 4.93
cp_data_arrival_time_ns = 2.71
crit_fanout = 7
start_kind = "input port"
end_kind = "flip-flop"

[synthesis]
netlist_area_um2 = 4187
ys_cells = 297
synthArstFlopShare_pct = 0
yosys.area_share.simple_pct = 16.53
synth_adder_area_share_pct = 0.2989
top_cells_by_count = "99 x edfxtp_1, 19 x and2_1, 19 x nor2_1"
top_area_cell = "edfxtp_1"
syn_area_per_cell_um2 = 14.10
synth_cells = 297
mux_share_pct = 0
synthDistinctLibCells = 47
synth.most_common_cell = "edfxtp_1"
top_logic_kind = "simple AND/OR/NAND/NOR gates"
synth_warnings = 1
synth-edff-count = 99
ys_sh_aoi_pct = 7.143
ff_type = "edfxtp_1"
topCellsByArea = "edfxtp_1 71%, and2_1 2.8%, a21oi_1 1.8%"
xor_share_pct = 2.720
netlist.area_leader.share_pct = 71.01
ys_seq_share_pct = 71.01
yosys_area_um2 = 4187
ys_ff = 99

[placed_design]
place_area_um2 = 4653
dpl.hpwl_um = 4269
dp_slack_ns = 1.899
io_buffers = 24
globalplace.congestion = 0.8163

[cells_and_area]
syn_to_final_growth_pct = 15.78
flop_area_um2 = 2973
design_area_um2 = 4847
final-comb-area_um2 = 1225
drive_gt1_share_pct = 8.451
nFillCells = 852

[hold_path]
hold_path.class = "reg -> reg"

[detailed_routing]
ant_nets = 0
routed_via_density = 4.844
wl_per_cell_um = 13.00
dr.pass1.iters = 4
drt_iter0_markers = 78
routed_wl_um = 6343
diodes = 0
drc = 0
num_vias = 2364

[cts]
cts_tree = "done"
clock_latency_ns = 0.36
htreeDepth = 3
cts_buffers = 9
clk_pin_slew_worst_paths_ns = 0.11
cts_buffer_depth = 2
clock-sinks = 99
clock-root-buffer = "clkbuf_8"
cts_setup_buffers = 0
cts_resized = 0
hold_buffers = 0

[outcome]
status = "finished clean"

[floorplan]
coreArea_um2 = 9955
io_pins = 26
fp_util_pct = 42.06
die_y_um = 104.3
std_cell_rows = 36
fp.dieW_um = 104.3
design.die.area_um2 = 10880

[power]
max-vdd-ir-drop_mv = 0.2387
powerDensity_nw_per_um2 = 518.4
total_power_mw = 2.513
leakage_nw = 1.598

[run]
tool_warnings = 25
drv_cap = 0
-- worst max-delay path, cell delays in order --
cell and delay, ns:
clkdlybuf4s50_1 0.59, nand2_1 0.14, nor3b_1 0.54, a21oi_1 0.15
nor2_1 0.31
-- path summary, 6_finish.rpt --
path / from / slack [ns] / to / cells after the start
max: in[1] / 2.22 / numero[2]$_DFFE_PP_ / 5
min: registrador_armazenamento_aux[10]$_SDFFCE_PP0P_ / 0.42 / registrador_w[10]$_DFFE_PP_ / 0
max reg2reg: state[2]$_DFFE_PP_ / 2.37 / count_aux[8]$_SDFFCE_PP0N_ / 4
min reg2reg: registrador_armazenamento_aux[10]$_SDFFCE_PP0P_ / 0.42 / registrador_w[10]$_DFFE_PP_ / 0
-- cell type report --
class	count	area share [%]
repair buffers	27	5.421
clock inverters	7	1.446
flip-flops and latches	99	61.33
multi-input cells	206	25.27
well taps	133	3.433
inverters	7	0.5421
clock buffers	9	2.556
-- cell usage in the layout (no fill, tap or decap), drive strengths merged, types with 4 or more instances in the layout --
cell type       n
edfxtp         99
conb           28
clkdlybuf4s50  24
nor2           19
and2           19
nand2          16
a21oi          15
nand3          11
o21ai          11
inv            10
or3             9
clkbuf          9
xor2            8
nand4           8
nor4            7
and3            7
o31ai           6
or4             5
xnor2           5
clkinv          4
-- where the power goes --
| group | total, mW | leakage, nW | internal (mW) | switching, mW |
|---|---|---|---|---|
| Sequential | 1.47 | 0.947 | 1.31 | 0.158 |
| Combinational | 0.552 | 0.551 | 0.252 | 0.300 |
| Clock | 0.492 | 0.100 | 0.199 | 0.293 |
-- sequential cells by signal, summed over array words and instances (netlist names) --
register,count
registrador_w,16
registrador_armazenamento_aux,16
numero,4
count,27
state_anterior,2
state,3
out,3
salve,1
count_aux,27
-- logic make-up (layout without fill, tap and decap cells) --
| logic type | Yosys count | count (layout) |
|---|---|---|
| and+or+nand+nor | 116 | 116 |
| DFF | 99 | 99 |
| AOI/OAI and AO/OA | 48 | 48 |
| buffers and inverters | 18 | 50 |
| xor gates and xnor gates | 13 | 13 |
| other | 2 | 28 |
| adders and majority gates | 1 | 1 |
-- per-stage QoR --
stage	cells	util (%)	hold slack, ns
after floorplan	323	-	0.4003
after global placement	472	46.74	0.4009
after detailed placement	472	46.74	0.4045
after CTS	488	48.69	0.4185
after global routing	488	48.69	0.4297
final	488	48.69	0.4151
-- per-layer routing --
metal  share of wire, %  vias up
met1                 48     1076
met2                 44       70
met3                6.1        7
met5                  0        -
li1                   -     1211
met4                1.3        0
Power is estimated from default activity; no workload was simulated.
