## run.sh

```bash
#!/bin/bash
# OpenROAD 26Q1-2900-gdf79404cd8, Yosys 0.63+post, stock flow scripts
make -C /OpenROAD-flow-scripts/flow DESIGN_CONFIG=/design/flow/config.mk WORK_HOME=/design/flow/orfs finish
```

## config.mk

```make
export PLATFORM = sky130hd
export DESIGN_NAME = contador
export DESIGN_NICKNAME = contador
export VERILOG_FILES = /design/flow/design.v
export SDC_FILE = /design/flow/constraint.sdc
export NUM_CORES = 4
export LEC_CHECK = 1
export CORE_UTILIZATION = 50
```

## constraint.sdc

```tcl
current_design contador

set clk_period 3.9
set clk_io_pct 0.2

create_clock -name clk0 -period $clk_period [get_ports {clk}]

set non_clock_inputs [all_inputs -no_clocks]
set_input_delay [expr $clk_period * $clk_io_pct] -clock clk0 $non_clock_inputs
set_output_delay [expr $clk_period * $clk_io_pct] -clock clk0 [all_outputs]
```

## design.v

```verilog
module contador(clk, sel, tempo, aux, pause, reseta, cfg, salve, tim1, tim2);
	input reseta;
	input clk;
	input sel;
	input [15:0] tempo;
	input pause;
	input cfg;
	input salve;
	output reg [15:0] aux;
	output reg tim1, tim2;
	wire cfg;
	wire reseta;
	reg[25:0] cont;
	reg [15:0] segundos;
	reg [25:0] cont_aux;
	reg [15:0] segundim;
	reg flag;
	reg flag_aux;
	reg flag2;	
	reg reseta_aux;
	initial begin
		tim1 <= 0;
		tim2 <= 0;
		flag2 <= 0;
		flag <= 0;
		flag_aux <= 1;
	end
	always @ (posedge clk) begin
		case(cfg)  
			1:begin
				if(salve == 1) flag2 = 0;  
				if(flag2 == 0) begin
					flag2 = 1;
					cont <= 0;
					segundos <= 0;
					aux <= 0;
				end
				else begin
					if(!sel) segundos <= 0;  
					else segundos <= tempo;
					aux <= tempo;
				end
				tim1 <= 0;
				tim2 <= 0;
			end		
			0: begin
				if(salve == 1) flag = 0;	
				if(reseta == flag_aux) begin
					case(sel)
						0:begin
							segundos <= 16'b000000000000000;
							cont <= 0;
						end	
						1:begin
							segundos <= tempo;
							cont <= 0;
						end
					endcase
					if(flag_aux == 1) flag_aux <= 0;
					if(flag_aux == 0) flag_aux <= 1;
				end
				if(!flag) begin 
					if(sel) segundos <= tempo;
					else segundos <= 0;
					flag <= 1;
				end
				cont_aux <= cont;
				segundim <= segundos;
				cont <= cont_aux + 1;
				if(!pause) aux <= segundos;  
				if(cont == 26'b01011111010111100001000000) begin
					case(sel)
						0: begin
							if(segundos < tempo) segundos <= segundim + 1;  
							else begin tim1 <= ~tim1; tim2 <= ~tim2; end
						end
						1:begin
							if(segundos > 0) segundos <= segundim - 1;  
							else begin tim1 <= ~tim1; tim2 <= ~tim2; end
						end
					endcase
					cont <= 0;
				end
				flag2 <= 1;
			end
		endcase
	end
endmodule
```

==> insert_results.sql <==
-- flow metrics import
INSERT INTO impl_metrics (metric_group, metric, value, unit) VALUES
('outcome', 'run_status', 'finished, final reports clean', ''),
('critical_path', 'cp_data_arrival_time', '3.67', 'ns'),
('job', 'maxCapViolations', '0', ''),
('global_route', 'overflow', '0', ''),
('clocking', 'tritoncts_num_sinks', '105', ''),
('floorplanning', 'rows', '37', ''),
('yosys', 'ys_top_cells_by_area', 'edfxtp_1, dfxtp_1, ha_1', ''),
('yosys', 'yosys-top-cells-count', 'edfxtp_1, nor2_1, nand2_1', ''),
('critical_path', 'path_max_fanout', '7', ''),
('clocking', 'cts-buffers-inserted', '9', ''),
('drt', 'drt_iter0_markers', '280', ''),
('critical_path', 'max_stage_delay', '0.58', 'ns'),
('floorplanning', 'fp-utilization', '51.8', '%'),
('yosys', 'syn-mean-instance-area', '11.2', 'um^2'),
('global_route', 'grt_pass1_vias', '3794', ''),
('critical_path', 'critical-path-slowest-cell', 'clkdlybuf4s50_1', ''),
('clocking', 'clk_root_buffer_cell', 'clkbuf_8', ''),
('critical_path', 'worstSetupPathType', 'input port to flip-flop', ''),
('yosys', 'netlist_instances', '479', ''),
('yosys', 'postSynth.topFlopCell', 'edfxtp_1', ''),
('drt', 'detailedRoute.firstPassIterationCount', '5', ''),
('clocking', 'clockBufferDepth', '2', ''),
('clocking', 'cts_hold_buf', '0', ''),
('job', 'tool_warnings', '26', ''),
('yosys', 'enable_flop_cells', '88', ''),
('sta', 'final.setup.tns', '0', 'ns'),
('global_route', 'globalRouteTotalUtil', '25.6', '%'),
('placement', 'placed_wire_length_estimate', '8980', 'um'),
('floorplanning', 'die_h', '106', 'um'),
('clocking', 'tritoncts', 'done', ''),
('floorplanning', 'die_x', '106', 'um'),
('global_route', 'grt_max_degree', '31', ''),
('yosys', 'async_flop_share', '0', '%'),
('sta', 'report.final.slew_viol_count', '0', ''),
('clocking', 'clk_lat_worst_skew', '0.39', 'ns'),
('power_and_ir_drop', 'p_total', '2.30', 'mW'),
('sta', 'slew_margin_rel', '44.1', '%'),
('drt', 'drt_drc_violations_left', '0', ''),
('hold_path', 'min-delay-path-class', 'flip-flop to flip-flop', ''),
('yosys', 'ys_seq_elements', '105', ''),
('final_layout', 'drive_gt1_share', '6.90', '%'),
('yosys', 'yosys.area.top_type_share', '49.2', '%'),
('drt', 'via_count', '3967', ''),
('sta', 'finClkSkew', '0.0143', 'ns'),
('floorplanning', 'io_pins', '40', ''),
('yosys', 'synth_area', '5370', 'um^2'),
('yosys', 'yosys.area.top_type', 'edfxtp_1', ''),
('final_layout', 'area_delta_synth_final', '13.6', '%'),
('critical_path', 'critical_path.startpoint_type', 'input port', ''),
('yosys', 'yosysUniqueCellTypes', '61', ''),
('floorplanning', 'design.die.area', '11200', 'um^2'),
('critical_path', 'crit_family', 'AND-OR/OR-AND gates', ''),
('placement', 'finalWeightedCongestion', '1.00', ''),
('clocking', 'htree_num_levels', '3', ''),
('critical_path', 'cp.required', '4.22', 'ns'),
('yosys', 'synth_warnings', '1', ''),
('sta', 'timing.final.hold_violations', '0', ''),
('sta', 'max_freq', '0.299', 'GHz'),
('drt', 'route.detailed.wl_per_inst', '19.3', 'um'),
('critical_path', 'sum_of_buffers_and_inverters_on_the_critical_path', '2', ''),
('critical_path', 'worst_setup_path_end_kind', 'flip-flop', ''),
('drt', 'postRouteWirelength', '12700', 'um'),
('yosys', 'netlist.top_cell.by_instances', 'edfxtp_1', ''),
('power_and_ir_drop', 'p_leak', '2.26', 'nW'),
('clocking', 'cts_setup_buffers', '0', ''),
('critical_path', 'crit_chain', 'clkdlybuf4s50_1 -> inv_1 -> ha_1 -> nand4_1 -> nor4_1 -> o211ai_1 -> and3_1 -> o21ai_2 -> a41o_1 -> a221o_1', ''),
('drt', 'antenna_cells', '0', ''),
('drt', 'route.detailed.vias_per_inst', '6.03', ''),
('power_and_ir_drop', 'powerDensity', '377', 'nW/um^2'),
('sta', 'setup_repair_after_global_routing_missed_its_margin', 'false', ''),
('yosys', 'ys_cells', '479', '');
==> logic make-up (layout without fill, tap and decap cells) <==
logic type | after synthesis | after routing | share of synthesized area (%)
buf+inv | 49 | 92 | 3.66
fa+ha+maj | 18 | 18 | 4.19
other cells | 1 | 1 | 0.0698
simple gates | 171 | 171 | 17.0
compound gates | 104 | 104 | 14.5
xor+xnor | 30 | 30 | 4.89
mux | 1 | 1 | 0.186
flops | 105 | 105 | 55.5
==> worst paths after layout <==
path	start	to	slack (ns)	depth (start not counted)
max reg2reg	segundos[6]	segundos[4]	1.14	5
min reg2reg	cont[6]	cont_aux[6]	0.45	0
min	cont[6]	cont_aux[6]	0.45	0
max	tempo[9]	segundos[4]	0.55	10
==> layout make-up <==
type                            count  area [um^2]
Multi-Input combinational cell    325         2190
Timing Repair Buffer               50          473
Fill cell                         855         4270
Inverter                           26         97.6
Tap cell                          136          170
Clock inverter                      7         62.6
Clock buffer                        9          124
Sequential cell                   105         2980
==> layer usage <==
metal,vias up,part of all wire (%),GRT usage [%],routed length (um)
met3,22,7.5,6.69,950
li1,1905,-,-,-
met5,-,0,0,0
met4,0,2.7,6.45,345
met1,1892,44,41.7,5560
met2,148,46,36.9,5830
==> through the flow <==
step / instance area, um^2 / hold WS, ns / instances / worst slack [ns]
after floorplan: 5370 / 0.417 / 479 / 0.0663
after global placement: 5920 / 0.421 / 642 / 0.265
after detailed placement: 5920 / 0.430 / 642 / 0.231
after CTS: 6100 / 0.460 / 658 / 0.630
after global routing: 6100 / 0.478 / 658 / 0.443
final: 6100 / 0.452 / 658 / 0.550
==> where the power goes <==
| part | leakage, nW | total (mW) | internal (mW) | switching (mW) |
|---|---|---|---|---|
| clock network | 0.0910 | 0.645 | 0.243 | 0.402 |
| registers | 1.08 | 1.39 | 1.31 | 0.0756 |
| logic | 1.09 | 0.267 | 0.129 | 0.138 |
| total | 2.26 | 2.30 | 1.68 | 0.616 |
==> placed cells by master, fill, tap and decap left out, drive strengths merged, types with 3 or more instances in the layout <==
cell and count:
buf 11, a32oi 3, clkinv 3, nand4 12, xor2 22, nand3b 3
ha 18, a31oi 5, a221o 7, a41o 4, dfxtp 17, nor3 11
a211oi 6, and3 13, xnor2 8, edfxtp 88, o21ai 18, nor2 41
clkdlybuf4s50 39, or3 5, nor4b 3, nand3 25, clkbuf 9, and4 4
a21oi 15, nor2b 3, a22o 20, nor4 8, inv 29, nand2 34
o211ai 3, a221oi 3
==> state kept, by name, summed over array words and instances (netlist names) <==
| signal | cells |
|---|---|
| flag2 | 1 |
| segundim | 16 |
| tim2 | 1 |
| aux | 16 |
| cont | 26 |
| cont_aux | 26 |
| tim1 | 1 |
| flag_aux | 1 |
| segundos | 16 |
| flag | 1 |
Power figures rest on the tool's default switching activity, not on a simulated workload.
