===== run.sh =====
#!/bin/bash
# OpenROAD 26Q1-2900-gdf79404cd8, Yosys 0.63+post, stock flow scripts
make -C /OpenROAD-flow-scripts/flow DESIGN_CONFIG=/design/flow/config.mk WORK_HOME=/design/flow/orfs finish

===== config.mk =====
export PLATFORM = sky130hd
export DESIGN_NAME = conversaodec_bin
export DESIGN_NICKNAME = conversaodec_bin
export VERILOG_FILES = /design/flow/design.v
export SDC_FILE = /design/flow/constraint.sdc
export NUM_CORES = 4
export LEC_CHECK = 1
export CORE_AREA = 10 10 114 114
export DIE_AREA = 0 0 124 124

===== constraint.sdc =====
current_design conversaodec_bin

set clk_period 27.5
set clk_io_pct 0.2

create_clock -name clk0 -period $clk_period

set non_clock_inputs [all_inputs -no_clocks]
set_input_delay [expr $clk_period * $clk_io_pct] -clock clk0 $non_clock_inputs
set_output_delay [expr $clk_period * $clk_io_pct] -clock clk0 [all_outputs]

===== design.v =====
module conversaodec_bin(clk,registradorin, registradorouta);
	input [15:0] registradorin;
	input clk;
	output reg [15:0] registradorouta;
	reg [15:0] registradorout;
	reg [15:0] aux;
	reg [15:0] a;
	reg [15:0] a2;
	reg [15:0] a3;
	reg [15:0] a4;
	reg [15:0] a5;
	reg [15:0] b;
	reg [15:0] b2;
	reg [15:0] b3;
	always @(*) begin
		aux <= registradorin;
		b <= aux;
		registradorout[3:0] <= aux % 10;
		a <= b / 10;
		a2 <= a;
		b2 <= a2;
		registradorout[7:4] <= a2 % 10;
		a3 <= b2 / 10;
		a4 <= a3;
		b3 <= a4;
		registradorout[11:8] <= a4 % 10;
		a5 <= b3 / 10;
		registradorout[15:12] <= a5 % 10;
		registradorouta <= registradorout;
	end
endmodule

==> metrics.csv <==
stage,metric,value,unit
status,outcome,finished clean,
global_routing,grt_max_degree,27,
pwr,power.net_switching,0.000620,W
run,maxCapViolCount,0,
placement,pre_cts_ws,0.999,ns
cells_and_area,drive_gt1_share,8.70,%
cells_and_area,utilization,76.6,%
setup_path,worstSetupEndpointType,output pin,
yosys,synth.avg_cell_area,6.36,µm²
yosys,postSynthSeqShare,0,%
route,drt-vias-per-instance,6.92,
yosys,yosys-top-cells-area,"nor2_1, nand2_1, xnor2_1",
route,via_count,9139,
global_routing,grt_pass1_vias,7799,
yosys,top_area_share,7.09,%
pwr,pwr-share-clk,0,%
cells_and_area,ff_count,0,
pwr,swShare,57.5,%
yosys,netlist_area,7630,µm²
floorplanning,die_w,124,µm
cells_and_area,n_clock_buffer,0,
setup_path,startpoint_type,input pin,
timing,worstMarginPinSlew,0.859,ns
cells_and_area,final_area,7980,µm²
timing,slew_headroom,42.6,%
timing,clock.fmax,38.1,MHz
placement,port_buffers,32,
setup_path,critical_path_class,in -> out,
timing,rsz0062_at_grt,no,
placement,gp_congestion,1.04,
global_routing,grt_use_total,27.3,%
timing,hold_viol_final,0,
yosys,yosysMostFrequentCell,nor2_1,
min_path,hp-class,in -> out,
cells_and_area,syn_to_final_growth,4.64,%
floorplanning,chipArea,15400,µm²
floorplanning,die_h,124,µm
placement,post_dp_cell_area,7940,µm²
route,insertedDiodeCount,0,
pwr,internal_power,0.000458,W
timing,finalWorstSetupSlack,1.27,ns
cells_and_area,final-comb-area,7180,µm²
cells_and_area,seqCellArea,0,µm²
floorplanning,core_area,10400,µm²
pwr,p_leak,2.79,nW
floorplanning,fp-row-count,37,
yosys,ys_cells,1199,
pwr,p_seq_share,0,%
timing,drv_slew,0,
yosys,synthTopCellsByCount,"nor2_1, nand2_1, o21ai_0, a21oi_1, xnor2_1",
floorplanning,fp-utilization,73.2,%
setup_path,worstPathMaxFanout,19,
global_routing,grt_overflow_total,0,
placement,detailed_place_hpwl,16500,µm
route,drt_first_iter_violations,684,
setup_path,cp_data_required_time,22.00,ns
yosys,yosysChipArea,7630,µm²
route,route.detailed.drc,0,
timing,period_used_share,95.4,%
pwr,p_comb_share,100.0,%
yosys,largest_area_cell,nor2_1,
route,routed_wl,21100,µm
global_routing,antenna_found_initial,0,
run,tool_warnings,38,
floorplanning,io_pins,33,
route,antenna_left,0,
global_routing,grt_pass1_wl,36500,µm
timing,setup_viol,0,
setup_path,critPathTopFamily,AND-OR/OR-AND gates,
route,drt_first_pass_iters,5,
setup_path,slowest_delay,0.82,ns
timing,tns,0,ns
clocking,ctsHoldBuffers,0,
yosys,yosysUniqueCellTypes,121,
yosys,ys_warn_count,1,
setup_path,cp.arrival,20.73,ns
yosys,syn_inst,1199,
route,wl_per_cell,16.0,µm
setup_path,cp.buffers_inverters,6,
pwr,powerDensity,135,nW/µm²
cells_and_area,fillers,881,
setup_path,slowest_stage,or4_1,
timing,period_needed,26.23,ns
pwr,ir_worst_vdd,195,µV
==> power groups by stage <==
stage	logic, W	clock network (W)	registers (W)
4_1_cts	0.00107	0	0
5_1_grt	0.00121	0	0
6_report	0.00108	0	0
==> path summary, 6_finish.rpt <==
kind | end | cells after the start | start
worst max-delay path | registradorouta[15] | 52 | registradorin[14]
worst min-delay path | registradorouta[0] | 2 | registradorin[0]
==> per-layer routing <==
| layer | track usage, % | vias to the layer above | wire [µm] | share of wire (%) |
|---|---|---|---|---|
| met3 | 1.74 | 38 | 1490 | 7.1 |
| met5 | 0 | - | 0 | 0 |
| met4 | 5.18 | 0 | 420 | 2.0 |
| li1 | - | 4589 | - | - |
| met2 | 43.5 | 359 | 9620 | 46 |
| met1 | 40.0 | 4153 | 9570 | 45 |
==> area by class of cell <==
class | instances | share of cell area (%)
inverter | 44 | 2.07
tap | 136 | 2.13
multi-input combinational | 1089 | 90.0
timing repair buffer | 51 | 5.80
==> what timing repair did <==
action | CTS | global route
resized | 0 | 5
setup endpoints to repair | 0 | 3
setup buffers | 0 | 3
==> per-stage QoR <==
stage	hold slack (ns)	power (W)	cells
after floorplan	11.07	0.000825	1199
after global placement	11.83	0.00105	1317
after detailed placement	11.84	0.00106	1317
after CTS	11.84	0.00107	1317
after global routing	11.84	0.00121	1320
final	11.83	0.00108	1320
==> cell usage in the layout, fill, tap and decap left out, types with 9 or more instances in the layout <==
cell type	count
nor2_1	143
nand2_1	127
o21ai_0	77
a21oi_1	70
xnor2_1	50
nor3_1	49
nand3_1	43
inv_1	34
clkdlybuf4s50_1	32
a211oi_1	26
o211ai_1	22
mux2i_1	21
a31oi_1	20
buf_4	19
nand4_1	18
or3_1	18
and3_1	18
and2_1	16
o31ai_1	16
ha_1	15
a22oi_1	14
a21o_1	13
xor2_1	12
nand2b_1	12
or2_2	12
maj3_1	11
o21ai_1	10
nor4_1	10
nor2b_1	9
a211o_1	9
a311oi_1	9
o21a_1	9
==> cells by family after synthesis <==
kind of cell             count (synthesis)  synth area share (%)
multiplexers                            28                  3.79
buffers and inverters                  110                  6.05
AND-OR/OR-AND                          433                  42.4
adder cells (fa/ha/maj)                 27                  4.08
XOR/XNOR                                64                  7.55
AND/OR/NAND/NOR                        537                  36.1
Power figures rest on the tool's default switching activity, not on a simulated workload.
